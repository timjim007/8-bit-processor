[run.sh]
#!/bin/bash
# OpenROAD 26Q1-2900-gdf79404cd8, Yosys 0.63+post, stock flow scripts
make -C /OpenROAD-flow-scripts/flow DESIGN_CONFIG=/design/flow/config.mk WORK_HOME=/design/flow/orfs finish
[config.mk]
export PLATFORM = sky130hd
export DESIGN_NAME = ram
export DESIGN_NICKNAME = ram
export VERILOG_FILES = /design/flow/design.v
export SDC_FILE = /design/flow/constraint.sdc
export NUM_CORES = 4
export LEC_CHECK = 1
export CORE_UTILIZATION = 30
export SYNTH_HDL_FRONTEND = slang
[constraint.sdc]
current_design ram

set clk_period 17.5
set clk_io_pct 0.2

create_clock -name clk0 -period $clk_period [get_ports {clk}]

set non_clock_inputs [all_inputs -no_clocks]
set_input_delay [expr $clk_period * $clk_io_pct] -clock clk0 $non_clock_inputs
set_output_delay [expr $clk_period * $clk_io_pct] -clock clk0 [all_outputs]
[design.v]
`timescale 1ns / 1ps
module ram #(parameter DATA_WIDTH = 8)(
    input clk,
    input we,
    input[DATA_WIDTH - 1: 0] d_in,
    input [DATA_WIDTH - 1: 0] addr,
    output [DATA_WIDTH - 1: 0] d_out
    );
    reg [DATA_WIDTH -1: 0] mem [0:255];
    always @(posedge clk)
    begin
        if(we)
            mem[addr] <= d_in;
    end
    assign d_out = mem[addr];
endmodule
==> impl_metrics.ini <==
; generated from flow reports
[detailed_routing]
route.vias.total = 36900
postRouteAntennaNets = 0
drt_pass1_iterations = 5
drt_first_iter_violations = 2601
routed_wl_um = 189000
drcViolationCount = 0
vias_per_cell = 5.06
wl_per_cell_um = 26.0

[worst_hold_path]
hp-start = d_in[6]
holdPathStages = 1
min_delay_worst_endpoint = mem[9][6]
min_path_type = input port to register

[global_routing]
grt_pass1_wl_um = 278000
grt.overflow.total = 0
antenna_found_initial = 7
grt_pass1_vias = 41300
grt_max_degree = 125
grt_use_total_pct = 15.5

[sta]
fin_crit_ns = 12.72
fmax_mhz = 78.6
slew-limit-headroom_pct = 17.2
hold_viol = 0
finalClockPeriodUsage_pct = 72.7
setup_viol = 0
fin_setup_tns_ns = 0
rsz0062_at_grt = no
worst_pin_slew_ns = 1.23
finalMaxSlewViolations = 0

[worst_setup_path]
cp-start-kind = input port
critPathArrivalTime_ns = 9.22
cp_max_fo = 69
endpoint_kind = output pin
crit_type = input port to output pin
required_ns = 14.00

[place]
detailed_place_hpwl_um = 110000
routabilityCongestion = 0.853
dpl.cell_count = 6908
dpl_cell_area_um2 = 83300
portBuffers = 25

[synth]
syn_area_per_cell_um2 = 22.1
async_reset_ff_share_pct = 0
area_leaders = edfxtp_1 79%, mux4_2 15%, a22oi_1 2.5%
yosys_area_um2 = 78300
ys.flops = 2048
top_cell_area_share_pct = 78.5
ys_warn_count = 0
yosys_most_used_dff = edfxtp_1
top_cell = edfxtp_1
synth.cell_area_um2 = 78300
syn_inst = 3539
yosysUniqueCellTypes = 21
common_cells = 2,048 x edfxtp_1, 512 x mux4_2, 256 x a22oi_1, 232 x nor2_1, 145 x clkbuf_1
edf_count = 2048
synth_seq_share_pct = 78.5
yosys_cells = 3539
synth_area_leader_cell = edfxtp_1

[clocking]
clkSinkCount = 2048
post_cts_resized = 0
hold_buffers = 0
numCtsBuffers = 204
cts_setup_buffers = 0
cts_tree = done
cts_buffer_depth = 3
clk_pin_slew_ns = 0.06
ctsRootBufferMaster = clkbuf_16
htree_levels = 4

[run]
tool_warnings = 34
cap_violations = 0

[finish]
logic_area_um2 = 15800
top_register = mem
fin_util_pct = 34.6
fillers = 23700
syn_to_final_growth_pct = 14.7
finalNonFillerCells = 7287
design_area_um2 = 89800
drive_above_1_share_pct = 25.8
largest_reg_flops = 2048
seqCellArea_um2 = 61500
reg_top3 = mem (2048)

[floorplanning]
die-area_um2 = 263000
ios = 26
core_area_um2 = 260000
die_width_um = 513
die_h_um = 513
fp_util_pct = 30.2
num_rows = 187

[power]
power_mw = 10.1
power_leakage_nw = 26.8
vdd_drop_max_mv = 0.0857
powerDensity_nw_per_um2 = 113

[status]
status = completed
==> kinds of logic after synthesis <==
logic type	Yosys count	synth area share, %
muxes	512	14.7
DFF	2048	78.5
buffers and inverters	233	1.40
and+or+nand+nor	330	1.74
AOI/OAI and AO/OA	416	3.63
==> per-layer routing <==
layer  up-vias  track usage, %  wire, µm
li1      15400               -         -
met1     19000            17.9     64500
met2      2154            23.6     90500
met3       314            11.2     28600
met4         6            3.81      5830
met5         -           0.256        68
==> power breakdown <==
| group | internal [mW] | switching, mW |
|---|---|---|
| Sequential | 5.41 | 0.00215 |
| Clock | 2.40 | 1.85 |
| Combinational | 0.156 | 0.296 |
| Total | 7.96 | 2.15 |
==> per-stage QoR <==
step / hold slack [ns] / setup slack [ns]
2_1_floorplan: 3.60 / 8.76
5_1_grt: 3.11 / 4.45
4_1_cts: 3.08 / 4.60
3_5_place_dp: 3.99 / 4.62
3_3_place_gp: 3.98 / 4.58
6_report: 3.12 / 4.78
==> critical path: stages <==
cell and delay, ns:
buf_8 0.40, buf_12 0.48, buf_12 0.54, buf_4 0.64, mux4_2 0.60, a22oi_1 0.27, a21oi_1 0.21, o41ai_1 1.11
buf_4 0.24, nand4_1 0.33, clkdlybuf4s50_1 0.57
==> cells in the final DEF (no fill, tap or decap), types with 15 or more instances in the layout <==
cell,n
nor3_1,30
clkdlybuf4s50_1,15
bufinv_16,16
nor2_1,231
mux4_2,512
clkbuf_16,205
edfxtp_1,2048
clkbuf_1,42
a21oi_1,128
clkinv_1,42
buf_4,165
clkinv_2,39
a22oi_1,256
nand2_1,28
o41ai_1,31
==> worst max path at each step <==
stage                 slack, ns  endpoint     from  depth (start not counted)
final                      4.78  d_out[0]  addr[0]                         11
after global routing       4.45  d_out[0]  addr[0]                         11
after CTS                  4.60  d_out[0]  addr[0]                         11
==> layout make-up <==
cell class	count	share of cell area, %
Sequential cell	2048	68.5
Timing Repair Buffer	199	1.91
Inverter	1	0.00418
Antenna cell	1	0.00279
Tap cell	3402	4.74
Multi-Input combinational cell	1258	17.6
Clock inverter	131	1.41
Clock buffer	247	5.89
Power figures rest on the tool's default switching activity, not on a simulated workload.
