`flow/config.mk`:
```
export PLATFORM = sky130hd
export DESIGN_NAME = register_file
export DESIGN_NICKNAME = register_file
export VERILOG_FILES = /design/flow/design.v
export SDC_FILE = /design/flow/constraint.sdc
export NUM_CORES = 4
export LEC_CHECK = 1
export CORE_UTILIZATION = 50
export SYNTH_HDL_FRONTEND = slang
```
`flow/design.v`:
```
`timescale 1ns / 1ps
module register_file(
    input clk,
    input rst, 
    input we,
    input [2:0]rs1_in,
    input [2:0] rs2_in,
    input [2:0] rd_in,
    input [7:0] data,
    output [7:0] rs1_out,
    output [7:0] rs2_out,
    input [2:0] debug_reg_select,
    output [7:0] debug_reg_value
    );
    reg [7:0] registers[7:0];
    integer i;
    always @(posedge clk or posedge rst) begin
        if (rst) begin
            for (i = 0; i < 8; i = i + 1)
                registers[i] <= 8'b0;
        end else if (we) begin
            registers[rd_in] <= data;
        end
    end
    assign rs1_out = registers[rs1_in];
    assign rs2_out = registers[rs2_in];
    assign debug_reg_value = registers[debug_reg_select];
endmodule
```
`flow/run.sh`:
```
#!/bin/bash
# OpenROAD 26Q1-2900-gdf79404cd8, Yosys 0.63+post, stock flow scripts
make -C /OpenROAD-flow-scripts/flow DESIGN_CONFIG=/design/flow/config.mk WORK_HOME=/design/flow/orfs finish
```
`flow/constraint.sdc`:
```
current_design register_file

set clk_period 2.7
set clk_io_pct 0.2

create_clock -name clk0 -period $clk_period [get_ports {clk}]

set non_clock_inputs [all_inputs -no_clocks]
set_input_delay [expr $clk_period * $clk_io_pct] -clock clk0 $non_clock_inputs
set_output_delay [expr $clk_period * $clk_io_pct] -clock clk0 [all_outputs]
```
==> GITHUB_STEP_SUMMARY <==
### Flow metrics

| Metric | Value |
|---|---|
| Status | `finished, final reports clean` |
| Number of routed nets with antenna violations | `0` |
| Routed length per instance | `~24 um` |
| Count of instantiated cells in the yosys netlist | `~230` |
| Detailed placement HPWL | `just over 6000 um` |
| H-Tree Depth | `3` |
| Overall track demand over capacity in global routing | `26.1%` |
| Die width | `approximately 92 um` |
| Worst setup EP type | `output pin` |
| Routability congestion estimate | `0.856` |
| Cell taking the most area after synthesis | `dfrtp_1` |
| Relative contribution of combinational cells to total power | `a little under a third` |
| Top Ports | `about 47` |
| Antenna violations before repair | `0` |
| Required time at the endpoint of the critical path | `around 2.2 ns` |
| Synthesis Warnings | `0` |
| Biggest regs | `registers (64)` |
| # diodes | `0` |
| Clk Latency, worst-skew pair | `roughly 0.33 ns` |
| Summed standard-cell area reported by yosys | `roughly 4100 sq um` |
| Core outline area | `slightly below 8000 sq um` |
| Setup violators final | `0` |
| Synthesized area per cell | `17.7 sq um` |
| Cell internal pwr | `roughly 2.4 mW` |
| Vias in the first global route | `between 2,000 and 3,000` |
| CTS buffer count | `9` |
| Portion of total power attributed to the clock network | `26.1%` |
| Yosys top cell by instances | `mux2_2` |
| Count of TritonRoute iterations in the first routing pass | `4` |
| Final routed wirelength across all metal layers | `approximately 9600 um` |
| Power per unit of standard cell area | `625 nW/um^2` |
| Most used standard cells in the synthesized netlist | `88 x mux2_2, 64 x dfrtp_1, 43 x mux4_1, 9 x buf_2, 5 x mux4_2` |
| FFs w/ async S/R, synth | `~100%` |
| Fmax achieved | `0.376 GHz` |
| Final hold viol count | `0` |
| Maximum clock skew at final layout | `0 ns` |
| Clock tree from TritonCTS | `built` |
| Area fraction of the dominant cell type after synthesis | `around two fifths` |
| Kind of critical path | `in -> out` |
| Tally of filler cells in the layout | `around 570` |
| Count of distinct cell types in the synthesized netlist | `14` |
| Post-layout min period | `~2.7 ns` |
| Count of tool warnings | `26` |
| Max Cap Viol | `0` |
| Max FFs per register | `64` |
| Clk slew on worst S/H paths | `~0.06 ns` |
| Hold WS | `approximately 0.54 ns` |
| Worst VDD drop | `0.000327 V` |
| Violation tally from detailed-route iteration zero | `78` |
| Tally of buffers added on design ports | `between 40 and 50` |
| Normalized max-slew margin | `a little over half` |
| Maximum number of pins on one net before global-route repair | `between 40 and 50` |
| Switching share of power | `about a quarter` |
| Arrival time at the worst endpoint | `between 2 and 2.5 ns` |
| Critical path launch point type | `input pin` |
| Actual transition at the worst max-transition pin | `a little under 0.7 ns` |
| FP Rows | `32` |
| Post-synthesis instance area | `4090 sq um` |
| Cycle use final | `a little over nine tenths` |
| Cells after synthesis | `about 230` |
| Residual DRC count | `0` |
| Worst Path Max Fanout | `8` |
| FP Core Util | `52.4%` |
| Post-synth tally of flip-flops with integrated enable | `0` |
| Classification of the worst-slack hold path | `reg -> reg` |
| CTS sink cnt | `about 64` |
| Top post-synthesis cells by area | `dfrtp_1 39%, mux4_1 28%, mux2_2 24%` |
| Synth Flop Type | `dfrtp_1` |
| Share of synthesized area occupied by flip-flops and latches | `between 30 and 40%` |
| Final slew viol count | `0` |
| Count of state elements after synthesis | `around 64` |
| First-pass GRT wire length | `between 15,000 and 20,000 um` |
| Via count | `~2,500` |
| Leakage power of the design | `2.16 nW` |
| Floorplan die area | `8550 sq um` |
| Flop pwr share | `~42%` |
| Post-Route Setup TNS | `0 ns` |
| CTS max path bufs | `2` |
| Root cell of the clock tree | `clkbuf_8` |
| DIE HEIGHT | `just over 90 um` |
| Register bank with the most flops | `registers` |
| Total congestion overflow after global routing | `0` |
| Proportion of layout cells with a drive suffix above 1 | `about 49%` |
| Layout overhead on the synthesized area | `25.0%` |
| Switching power total | `794 uW` |
| Via-to-Cell Ratio | `6.25` |
| RSZ-0062 raised after global routing | `no` |
[worst paths after layout]
check                              start       endpoint  slack [ns]  cells after the start
max                            rs1_in[0]     rs1_out[7]        0.04                      5
min                        registers[13]  registers[13]        0.54                      1
max reg2reg                registers[35]  registers[35]        1.90                      1
min reg2reg                registers[13]  registers[13]        0.54                      1
max in group asynchronous            rst  registers[46]        1.55                      3
min in group asynchronous            rst  registers[18]        0.55                      2
[layer usage]
| layer | vias to the layer above | part of all wire, % | GRT usage [%] |
|---|---|---|---|
| met5 | - | 0 | 0 |
| met4 | 0 | 1.1 | 2.34 |
| met3 | 9 | 9.3 | 10.9 |
| met2 | 102 | 44 | 36.4 |
| met1 | 1298 | 45 | 43.4 |
| li1 | 1108 | - | - |
[kinds of logic (layout without fill, tap and decap cells)]
group	count (synthesis)	after routing	synth area share [%]
buffers and inverters	23	93	4.13
and+or+nand+nor	8	8	2.11
DFF	64	64	39.2
muxes	136	136	54.6
[per-stage QoR]
stage	power [mW]	setup WS (ns)	std cells	util, %	instance area, sq um
after floorplan	1.94	0.551	231	-	4090
after global placement	2.35	-0.356	382	61.9	4830
after detailed placement	2.36	-0.347	382	61.9	4830
after CTS	3.22	0.000489	403	65.5	5110
after global routing	3.38	0.00631	403	65.5	5110
final	3.19	0.0428	403	65.5	5110
[repair_timing]
action,4_1_cts,5_1_grt
endpoints found under the setup margin,24,15
hold buffers,0,0
resized,23,8
gates cloned,3,0
setup buffers,2,0
[cells in the final DEF (no fill, tap or decap)]
cell type	Yosys	routed
nor4bb_2	0	3
clkdlybuf4s50_1	0	40
mux2_2	88	88
bufinv_16	0	1
clkdlybuf4s15_1	0	1
mux4_2	5	6
clkbuf_1	4	2
clkinv_2	0	2
buf_16	0	3
clkbuf_4	0	3
mux4_1	43	42
dfrtp_1	64	64
nand4b_1	3	3
buf_6	3	1
inv_2	0	1
buf_12	3	9
clkbuf_2	0	2
nand4_1	1	1
nor4b_4	1	1
clkbuf_8	0	11
buf_4	0	17
[worst max-delay path: stages]
cell and delay, ns:
clkbuf_4 0.16, buf_12 0.15, mux4_1 0.56, mux2_2 0.28, clkdlybuf4s50_1 0.43
[power groups by stage]
stage	Combinational, mW	Sequential, mW	Clock (mW)
CTS	1.02	1.35	0.858
global route	1.08	1.40	0.904
finish	1.00	1.35	0.835
[final cells by class]
cell class | count | area, sq um | area share [%]
Timing Repair Buffer | 76 | 845 | 16.5
Inverter | 1 | 3.75 | 0.0734
Clock inverter | 3 | 40.0 | 0.783
Sequential cell | 64 | 1600 | 31.3
Multi-Input combinational cell | 144 | 2330 | 45.7
Clock buffer | 13 | 159 | 3.11
Tap cell | 102 | 128 | 2.50
Power and IR drop assume default switching activity.
