==> design/flow/design.v <==
`timescale 1ns / 1ps
module alu #(parameter N = 8)(
    input clk,
    input rst,
    input [N-1:0] A_in,     
    input [N-1:0] B_in,     
    input [3:0] alu_op,     
    output [7:0] alu_out,  
    output carry_out,         
    output zero_flag
    );
    reg carry_o_tmp;
    reg zero_flag_tmp;
    reg [7:0] result;
  always @(posedge clk or posedge rst) begin
    if (rst) begin
        carry_o_tmp <= 0;
        result <= 0;
        zero_flag_tmp <= 0;
    end else begin
        case (alu_op)
            4'b1000: begin
                {carry_o_tmp, result} <= A_in + B_in;
                zero_flag_tmp <= ((A_in + B_in) == 0);
            end
            4'b1001: begin
                {carry_o_tmp, result} <= {1'b0, A_in} - {1'b0, B_in};
                zero_flag_tmp <= ((A_in - B_in) == 0);
            end
            4'b1010: begin
                {carry_o_tmp, result} <= A_in + 1;
                zero_flag_tmp <= ((A_in + 1) == 0);
            end
            4'b1011: begin
                result <= A_in - 1;
                zero_flag_tmp <= ((A_in - 1) == 0);
            end
            4'b1100: begin
                result <= A_in & B_in;
                zero_flag_tmp <= ((A_in & B_in) == 0);
            end
            4'b1101: begin
                result <= A_in ^ B_in;
                zero_flag_tmp <= ((A_in ^ B_in) == 0);
            end
            4'b1110: begin
                result <= A_in | B_in;
                zero_flag_tmp <= ((A_in | B_in) == 0);
            end
            4'b1111: begin
                result <= A_in;          
                zero_flag_tmp <= zero_flag_tmp;   
            end
            default: begin
                result <= A_in;
                zero_flag_tmp <= zero_flag_tmp;   
            end
        endcase
        if (alu_op != 4'b1000 && alu_op != 4'b1010 && alu_op != 4'b1001)
            carry_o_tmp <= 0;
    end
end
    assign alu_out = result;
    assign carry_out = carry_o_tmp;
    assign zero_flag = zero_flag_tmp;
endmodule
==> design/flow/run.sh <==
#!/bin/bash
# OpenROAD 26Q1-2900-gdf79404cd8, Yosys 0.63+post, stock flow scripts
make -C /OpenROAD-flow-scripts/flow DESIGN_CONFIG=/design/flow/config.mk WORK_HOME=/design/flow/orfs finish
==> design/flow/config.mk <==
export PLATFORM = sky130hd
export DESIGN_NAME = alu
export DESIGN_NICKNAME = alu
export VERILOG_FILES = /design/flow/design.v
export SDC_FILE = /design/flow/constraint.sdc
export NUM_CORES = 4
export LEC_CHECK = 1
export CORE_AREA = 10 10 101 101
export DIE_AREA = 0 0 111 111
export SYNTH_HDL_FRONTEND = slang
==> design/flow/constraint.sdc <==
current_design alu

set clk_period 1.2
set clk_io_pct 0.2

create_clock -name clk0 -period $clk_period [get_ports {clk}]

set non_clock_inputs [all_inputs -no_clocks]
set_input_delay [expr $clk_period * $clk_io_pct] -clock clk0 $non_clock_inputs
set_output_delay [expr $clk_period * $clk_io_pct] -clock clk0 [all_outputs]
==> flow_metrics.py <==
# Synthesis and PnR figures
metrics = {
    "synthesis": {
        "topCellsByArea": "ha_1, dfrtp_1, xnor2_1",
        "yosysChipArea_um2": 2230,
        "ys_seq_share_pct": 11.2,
        "top_area_cell": "ha_1",
        "top_area_share_pct": 15.7,
        "synthAoiAreaFrac_pct": 27.1,
        "ys_cells": 297,
        "ys_warn_count": 0,
        "fa_ha_area_share_pct": 17.5,
        "ys_ff": 10,
        "synth.distinct_cells": 60,
        "ys_sh_simple_pct": 25.8,
        "synthTopLogicFamily": "AND-OR/OR-AND gates",
        "syn_inst": 297,
        "edf_count": 0,
        "synthMuxAreaShare_pct": 0.899,
        "ff_type": "dfrtp_1",
        "xor_share_pct": 8.26,
        "async_reset_ff_share_pct": 100,
        "syn_avg_cell_area_um2": 7.50,
        "synth_area_um2": 2230,
    },
    "global_route": {
        "grt_pass1_wl_mm": 14.4,
        "grt_use_total_pct": 13.8,
        "grt_max_degree": 13,
        "grt_antenna_before_repair": 0,
        "globalRouteOverflowTotal": 0,
        "grt_pass1_vias": 2798,
    },
    "clocking": {
        "cts_buffers": 3,
        "clk_path_buf_depth": 2,
        "tritoncts": "built",
        "root_buffer": "clkbuf_8",
        "cts_max_level": 1,
        "clk_pin_slew_ns": 0.05,
        "clkSinkCount": 10,
        "clock_latency_ns": 0.24,
    },
    "critical_path": {
        "critPathRequiredTime_ns": 1.38,
        "critical-path-top-delay-family": "AND-OR/OR-AND gates",
        "cp.depth": 13,
        "crit_path_end_kind": "flip-flop",
        "crit_type": "primary input to flip-flop",
        "reg2reg_depth": 5,
        "path_cells": "buf_8 -> buf_6 -> inv_12 -> ha_4 -> inv_2 -> fa_2 -> buf_6 -> nand2b_4 -> a2111oi_4 -> a211oi_4 -> a2111oi_4 -> nand4_1 -> nand3_1",
        "path_buffers": 5,
        "critPathMaxFanout": 3,
        "worstPathArrival_ns": 2.07,
        "cp-start-kind": "primary input",
        "r2r_slack_ns": -0.01,
        "critPathSlowestCell": "a2111oi_4",
        "cp_slowest_stage_delay_ns": 0.41,
    },
    "sta": {
        "tightest_slew_ns": 0.394,
        "fmax_mhz": 529,
        "max-slew-margin-rel_pct": 73.1,
        "fin_ws_ns": -0.690,
        "period_needed_ns": 1.89,
        "grt_setup_unrepaired": "true",
        "finalSetupViolations": 9,
        "finalHoldViolations": 0,
        "period_used_pct": 158,
        "whs_ns": 0.289,
        "final.setup_skew_ns": 0,
        "report.final.slew_viol_count": 0,
    },
    "routing": {
        "first_iter_violations": 184,
        "dr_total_vias": 2857,
        "routedWlPerCell_um": 16.8,
        "routed_wl_mm": 9.25,
        "drc": 0,
        "drt_first_pass_iters": 4,
        "n_antenna_cell": 0,
        "via_per_inst": 5.19,
        "ant_nets": 0,
    },
    "power_and_ir_drop": {
        "p_leak_nw": 1.89,
        "peakVddDrop_mv": 0.285,
        "fin_total_pwr_w": 0.00269,
        "power_density_nw_per_um2": 621,
    },
    "outcome": {
        "violations": "setup timing",
        "status": "complete, but fails checks",
    },
    "job": {
        "warnings": 47,
        "maxCapViolCount": 0,
    },
    "die": {
        "coreArea_um2": 8130,
        "fp_util_pct": 27.4,
        "num_rows": 33,
        "io_pins": 32,
        "die_x_um": 111,
        "die_height_um": 111,
        "die_area_um2": 12300,
    },
    "place": {
        "gp_congestion": 0.978,
        "postPlaceCellArea_um2": 3560,
        "dp_hpwl_mm": 7.05,
        "io_buffers": 31,
    },
    "hold_path": {
        "hold_class": "primary input to asynchronous set/reset pin",
    },
    "cells_and_area": {
        "synthToLayoutAreaGrowth_pct": 94.7,
        "drive_gt1_share_pct": 56.9,
        "postLayoutCellArea_um2": 4340,
    },
}
[sequential cells by signal, indices dropped and copies added, names as in the netlist]
name,cells
zero_flag,1
carry_out,1
alu_out,8
[Yosys cell counts, types with 3 or more instances]
master     number
nor3_1         13
nand3_1        10
inv_1          28
a2bb2oi_1       4
o2111ai_1       4
ha_1           28
o21ai_0        12
nand2_1        17
a21o_1          4
nand4_1         8
nor2b_1         5
a21oi_1        17
nand3b_1        3
o221ai_1        6
xnor2_1        17
o21ai_1         6
o22ai_1         3
nor2_1         18
nand2b_1        6
a221oi_1        4
a211oi_1        5
inv_2           3
xor2_1          4
o31ai_1         3
and3_1          4
buf_2          11
dfrtp_1        10
[layout by cell type, fill, tap and decap left out, drive strengths merged, types with 3 or more instances in the layout]
| cell | instances |
|---|---|
| dfrtp | 10 |
| o221ai | 6 |
| a221oi | 4 |
| nor3 | 14 |
| inv | 30 |
| a21o | 4 |
| nand2b | 6 |
| nor3b | 3 |
| o21ai | 18 |
| xnor2 | 17 |
| dlygate4sd2 | 14 |
| xor2 | 4 |
| nand2 | 18 |
| o31ai | 3 |
| a211oi | 5 |
| a21oi | 18 |
| nor2 | 18 |
| nand4 | 8 |
| nand3b | 3 |
| o22ai | 3 |
| nor4 | 3 |
| nor2b | 5 |
| and3 | 4 |
| clkbuf | 10 |
| ha | 28 |
| a2bb2oi | 4 |
| o2111ai | 4 |
| clkdlybuf4s15 | 3 |
| a2111oi | 3 |
| nand3 | 10 |
| buf | 134 |
| or4 | 3 |
[stage by stage]
step / std cells / worst slack [ns] / setup TNS, ns / util (%)
floorplan: 297 / -0.617 / -4.10 / -
global placement: 523 / -1.29 / -11.53 / 43.8
detailed placement: 523 / -1.36 / -11.72 / 43.8
CTS: 541 / -0.798 / -4.85 / 48.4
global route: 550 / -0.822 / -5.48 / 53.3
finish: 550 / -0.690 / -4.75 / 53.3
[where the power goes]
part,switching (W),total [W],internal (W)
combinational,0.000904,0.00187,0.000969
sequential,0.00000861,0.000381,0.000372
clock,0.000149,0.000439,0.000290
[path summary, 6_finish.rpt]
path	startpoint	to
max in group asynchronous	rst	carry_out
min reg2reg	zero_flag	zero_flag
min in group clk0	A_in[7]	alu_out[7]
max reg2reg	zero_flag	zero_flag
min	rst	alu_out[3]
max	A_in[0]	zero_flag
[logic make-up after synthesis]
family	after synthesis
adders and majority gates	30
AOI/OAI and AO/OA	86
muxes	2
xor gates and xnor gates	21
DFF	10
and+or+nand+nor	101
buffers and inverters	47
[cell type report]
cell class / instances / area (um2)
Fill cell: 662 / 3800
Inverter: 31 / 161
Sequential cell: 10 / 250
Multi-Input combinational cell: 240 / 2390
Clock buffer: 4 / 55.1
Timing Repair Buffer: 160 / 1350
Tap cell: 105 / 131
[per-layer routing]
layer | up-vias | part of all wire, % | track usage (%)
li1 | 1383 | - | -
met2 | 127 | 44 | 21.9
met4 | 0 | 1.7 | 1.56
met5 | - | 0 | 0
met1 | 1332 | 47 | 19.6
met3 | 15 | 8.1 | 2.41
[timing repair]
action / in CTS / in global routing
hold buffers: 0 / 0
setup endpoints to repair: 20 / 10
pin swaps: 40 / 48
setup buffers: 15 / 10
resized: 110 / 81
[worst reg2reg max path, cell delays in order, from the launching register on]
cell and delay, ns:
dfrtp_1 0.38, buf_4 0.14, a21o_1 0.15, and4_1 0.20, o2111ai_1 0.10, nand3_1 0.10
No activity file was given, so power comes from the tool's default toggle rates.
